--- flow/config.mk ---
export PLATFORM = sky130hd
export DESIGN_NAME = instruction_decoder
export DESIGN_NICKNAME = instruction_decoder
export VERILOG_FILES = /design/flow/design.v
export SDC_FILE = /design/flow/constraint.sdc
export NUM_CORES = 4
export LEC_CHECK = 1
export CORE_AREA = 10 10 72 72
export DIE_AREA = 0 0 82 82
--- flow/constraint.sdc ---
current_design instruction_decoder

set clk_period 3.0
set clk_io_pct 0.2

create_clock -name clk0 -period $clk_period

set non_clock_inputs [all_inputs -no_clocks]
set_input_delay [expr $clk_period * $clk_io_pct] -clock clk0 $non_clock_inputs
set_output_delay [expr $clk_period * $clk_io_pct] -clock clk0 [all_outputs]
--- flow/design.v ---
module instruction_decoder(
    input wire [3:0] opcode,
    input wire c,    
    input wire z,    
    input wire fetch_complete,  
    output reg reg_load_a,
    output reg reg_enable_a,
    output reg reg_load_b,
    output reg reg_enable_b,
    output reg alu_enable,
    output reg sub,
    output reg reg_load_o,
    output reg pc_inc,
    output reg pc_load,
    output reg ram_write,
    output reg out_bus,
    output reg inc_a,
    output reg dec_a,
	output reg ram_controller_read,
	output reg mar_controller,
    input wire [1:0] step,
    output reg [1:0] steps_required
);
always @(*) begin
    reg_load_a = 0;
    reg_enable_a = 0;
    reg_load_b = 0;
    reg_enable_b = 0;
    alu_enable = 0;
    sub = 0;
    reg_load_o = 0;
    pc_inc = 0;
    pc_load = 0;
    ram_write = 0;
    out_bus = 0;
    inc_a = 0;
    dec_a = 0;
	mar_controller = 0;
    ram_controller_read = 0;
    steps_required = 2'b01;  
    if (fetch_complete) begin
        case (opcode)
            4'b0000: begin  
                steps_required = 2'b01;
                pc_inc = 1;
            end
            4'b0001: begin  
                steps_required = 2'b10; 
                case (step)
                    2'b00: begin
                        out_bus = 1;
                        reg_load_a = 1;
                    end
                    2'b01: begin
                        pc_inc = 1;
                    end
                endcase
            end
            4'b0010: begin  
                steps_required = 2'b10; 
                case (step)
                    2'b00: begin
                        out_bus = 1;
                        reg_load_b = 1;
                    end
                    2'b01: begin
                        pc_inc = 1;
                    end
                endcase
            end
            4'b0011: begin  
                steps_required = 2'b11;  
                case (step)
                    2'b00: begin
                        mar_controller = 1;
                    end
                    2'b01: begin
						out_bus = 1;
                        ram_controller_read = 1;
                    end
                    2'b10: begin
                        reg_load_a = 1;
                        pc_inc = 1;
                    end
                endcase
            end
            4'b0100: begin  
                steps_required = 2'b11;
                case (step)
                    2'b00: begin
						mar_controller = 1;
                    end
                    2'b01: begin
						out_bus = 1;
                        ram_controller_read = 1;
                    end
                    2'b10: begin
                        reg_load_b = 1;
                        pc_inc = 1;
                    end
                endcase
            end
            4'b0101: begin  
                steps_required = 2'b11; 
                case (step)
                    2'b00: begin
                        mar_controller = 1;
                    end
                    2'b01: begin
                        out_bus = 1;
                    end
					2'b10: begin
						reg_enable_a = 1;
                        ram_write = 1;
                        pc_inc = 1;
					end
                endcase
            end
            4'b0110: begin  
                steps_required = 2'b11; 
                case (step)
                    2'b00: begin
                        mar_controller = 1;
                    end
                    2'b01: begin
						out_bus = 1;
                    end
					2'b10: begin
						reg_enable_b = 1;
                        ram_write = 1;
                        pc_inc = 1;
					end
                endcase
            end
            4'b0111: begin  
                steps_required = 2'b10; 
                case (step)
                    2'b00: begin
                        sub = 0;
                        alu_enable = 1;
                        reg_load_a = 1;
                    end
                    2'b01: begin
                        pc_inc = 1;
                    end
                endcase
            end
            4'b1000: begin  
                steps_required = 2'b10; 
                case (step)
                    2'b00: begin
                        sub = 1;
                        alu_enable = 1;
                        reg_load_a = 1;
                    end
                    2'b01: begin
                        pc_inc = 1;
                    end
                endcase
            end
            4'b1001: begin  
                steps_required = 2'b10; 
                case (step)
                    2'b00: begin
                       reg_enable_a = 1;
                       reg_load_o = 1;
                    end
                    2'b01: begin
                        pc_inc = 1;
                    end
                endcase
            end
            4'b1010: begin  
                steps_required = 2'b10; 
                case (step)
                    2'b00: begin
                       reg_enable_b = 1;
                       reg_load_o = 1;
                    end
                    2'b01: begin
                        pc_inc = 1;
                    end
                endcase
            end
            4'b1011: begin  
                steps_required = 2'b10; 
                case (step)
                    2'b00: begin
                       out_bus = 1;
                       pc_load = 1;
                    end
                    2'b01: begin
                    end
                endcase
            end
            4'b1100: begin  
                if (z) begin
                    steps_required = 2'b10; 
                    case (step)
                        2'b00: begin
                           out_bus = 1;
                           pc_load = 1;
                        end
                        2'b01: begin
                        end
                    endcase
                end else begin
                    steps_required = 2'b01;
                    pc_inc = 1;
                end    
            end
            4'b1101: begin  
                if (c) begin
                    steps_required = 2'b10; 
                    case (step)
                        2'b00: begin
                           out_bus = 1;
                           pc_load = 1;
                        end
                        2'b01: begin
                        end
                    endcase
                end else begin
                    steps_required = 2'b01;
                    pc_inc = 1;
                end    
            end
            4'b1110: begin  
                steps_required = 2'b10; 
                case (step)
                    2'b00: begin
                        inc_a = 1;
                        alu_enable = 1;
                        reg_load_a = 1;
                    end
                    2'b01: begin
                        pc_inc = 1;     
                    end
                endcase
            end
            4'b1111: begin  
                steps_required = 2'b10; 
                case (step)
                    2'b00: begin
                        dec_a = 1;
                        alu_enable = 1;
                        reg_load_a = 1;
                    end
                    2'b01: begin
                        pc_inc = 1;     
                    end
                endcase
            end
            default: begin
            end
        endcase
    end
end
endmodule
--- flow/run.sh ---
#!/bin/bash
# OpenROAD 26Q1-2900-gdf79404cd8, Yosys 0.63+post, stock flow scripts
make -C /OpenROAD-flow-scripts/flow DESIGN_CONFIG=/design/flow/config.mk WORK_HOME=/design/flow/orfs finish
==> results.json <==
{
  "maxSlewHeadroom_pct": 80.7,
  "flop-count": 0,
  "post_synthesis_adder_cell_area_fraction_pct": 0,
  "post-route-period-util_pct": 95.8,
  "peak_clock_frequency_supported_by_timing_ghz": 0.348,
  "ys_top_cells_by_count": "nor2_1 (12), nand2_1 (10), a21oi_1 (6)",
  "synth_dominant_cell_count": "nor2_1",
  "summed_standard_cell_area_reported_by_yosys_sq_um": 485,
  "area_growth_syn_to_fin_pct": 129,
  "power.ir.vdd_worst_uv": 49.9,
  "grt_first_pass_wirelength_mm": 4.01,
  "globalRouteTotalUtil_pct": 7.32,
  "ys_cells": 84,
  "grt_start_max_net_pins": 11,
  "post-synth-top-area-cell": "nor2_1",
  "ant_nets": 0,
  "ys_seq_share_pct": 0,
  "cts_hold_repair.buffers": 0,
  "synth-xor-area-share_pct": 1.80,
  "synthAoiAreaFrac_pct": 36.1,
  "place.detailed.hpwl_mm": 1.96,
  "grt_setup_unrepaired": "false",
  "unique_cell_type_count_in_the_yosys_netlist": 35,
  "drt-vias-per-instance": 4.46,
  "hp_class": "input port to output port",
  "status": "finished clean",
  "place.port_buffers": 26,
  "worst-endpoint-required_ns": 2.40,
  "cell_area_after_layout_sq_um": 1110,
  "fp.dieArea_sq_um": 6720,
  "die_width_um": 82,
  "synthTopCellsByArea": "nor2_1 (9.3%), nand2_1 (7.7%), a21oi_1 (6.2%), nand2b_1 (5.2%), nor3_1 (5.2%)",
  "openroad_warning_count": 32,
  "detailedRoute.firstPassIterationCount": 5,
  "grt.met1_usage_pct": 10.2,
  "powerDensity_nw_per_um2": 112,
  "post-synth-top-area-fraction_pct": 9.28,
  "drt-wirelength-per-cell_um": 12.8,
  "finalHoldViolCount": 0,
  "post_synth_inst_count": 84,
  "final_layout_size_suffix_gt1_share_pct": 34.0,
  "setup_tns_ns": 0,
  "period_needed_ns": 2.87,
  "antenna_cells_inserted": 0,
  "power.static_leakage_uw": 0.000493,
  "dr.first_iter.drc_count": 137,
  "maxCapViolations": 0,
  "vias": 842,
  "floorplan.die.height_um": 82,
  "worstPathMaxFanout": 8,
  "postRouteWirelength_mm": 2.41,
  "number_of_global_route_vias_before_repair": 869,
  "synth.yosys.warnings": 1,
  "post_synthesis_share_of_cell_area_spent_on_and_or_nand_and_nor_gates_pct": 50.5,
  "initial_antenna_violation_count": 0,
  "report.final.setup_viol": 0,
  "max_slew.worst_pin.slew_ns": 0.287,
  "syn-cell-area_sq_um": 485,
  "cp-start-kind": "input port",
  "core_sq_um": 3690,
  "worst-endpoint-arrival_ns": 2.27,
  "drcViolationCount": 0,
  "gr-total-overflow": 0,
  "place_congestion": 0.913,
  "muxShareOfSynthArea_pct": 2.32,
  "grt_busiest_layer": "met2",
  "setup.worst_path.end_class": "output port",
  "num_io_pins": 26,
  "register_area_sq_um": 0,
  "clkbuf_count": 0,
  "synth.comb.largest_family": "simple AND/OR/NAND/NOR gates",
  "total_power_uw": 125,
  "grt_use_met3_pct": 1.43,
  "placementRows": 22,
  "placedInstanceArea_sq_um": 1010,
  "worst-setup-path-type": "input port to output port",
  "initial_utilization_pct": 13.2,
  "grtUsageMet2_pct": 12.1,
  "synth_area_per_cell_sq_um": 5.78,
  "report.final.slew_viol_count": 0
}
what timing repair did:
action,4_1_cts,5_1_grt
pin swaps,3,2
buffers inserted,3,1
endpoints found under the hold margin,0,0
endpoints found under the setup margin,12,10
cloned,1,0
gates resized,14,8
metrics by stage:
stage          worst slack [ns]  hold slack (ns)  instances  utilization [%]
2_1_floorplan             0.982             1.24         84                -
3_3_place_gp             -0.225             2.25        184             27.4
3_5_place_dp             -0.234             2.24        184             27.4
4_1_cts                 0.00941             1.99        188             29.2
5_1_grt                  0.0207             1.96        189             30.2
6_report                  0.126             1.89        189             30.2
report_power, final:
group | switching (uW) | internal, uW
clock network | 0 | 0
registers | 0 | 0
logic | 55.4 | 69.1
total | 55.4 | 69.1
worst max-delay path, cell delays in order:
cell and delay (ns):
clkdlybuf4s50_1 0.41, buf_4 0.18, nand2b_4 0.07, inv_1 0.06, a2111oi_4 0.33, o21a_1 0.16
clkdlybuf4s50_1 0.46
area by class of cell:
class,instances,area (sq um)
Tap cell,48,60.1
Multi-Input combinational cell,74,498
Inverter,5,18.8
Fill cell,410,2570
Timing Repair Buffer,62,537
routing by layer:
metal / vias up / wire [um]
li1: 422 / -
met1: 380 / 1170
met2: 38 / 1050
met3: 2 / 183
met4: 0 / 7
met5: - / 0
path summary, 6_finish.rpt:
check / slack, ns / from / depth (start not counted) / endpoint
setup / recovery: 0.13 / opcode[0] / 7 / reg_load_a
hold / removal: 1.89 / opcode[3] / 6 / reg_load_b
kinds of logic (layout without fill, tap and decap cells):
logic type / Yosys count / count (layout)
and+or+nand+nor: 46 / 46
buffers and inverters: 10 / 67
muxes: 1 / 1
AOI/OAI and AO/OA: 26 / 26
xor gates and xnor gates: 1 / 1
cells in the final DEF (no fill, tap or decap), drive strengths merged:
cell type       n
nor3b           2
buf            36
or4b            1
o32ai           2
a21oi           6
a221oi          1
o311a           1
nor2           12
dlymetal6s2s    3
nand2          10
nor4            1
xnor2           1
a2111oi         1
nor4b           2
o2111ai         1
o211ai          1
nor2b           3
and3            1
clkdlybuf4s50  18
a211oi          1
or2b            1
o21a            1
dlygate4sd2     5
o21bai          2
o21ai           6
inv             5
nand3b          1
and2b           1
mux2            1
or2             1
nor3            5
o31ai           2
a32oi           1
nand2b          5
