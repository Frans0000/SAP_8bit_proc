==> design.v <==
module alu(
input wire [7:0] a,
input wire [7:0] b,
input wire sub,  
input wire alu_enable,  
output wire [7:0] result, 
output reg c,  
output reg z,  
input wire inc_a,
input wire dec_a
);
wire [8:0] full_result;  
wire [7:0] alu_result;
assign full_result = inc_a ? (a + 1) : 
                     dec_a ? (a - 1) : 
                     sub   ? (a + ~b + 1) : (a + b);   
assign alu_result = full_result[7:0];
assign result = alu_enable ? alu_result : 8'bZ;
always @(*) begin
    c = full_result[8];      
    z = (alu_result == 8'b00000000) ? 1'b1 : 1'b0;   
end
endmodule
==> run.sh <==
#!/bin/bash
# OpenROAD 26Q1-2900-gdf79404cd8, Yosys 0.63+post, stock flow scripts
make -C /OpenROAD-flow-scripts/flow DESIGN_CONFIG=/design/flow/config.mk WORK_HOME=/design/flow/orfs finish
==> config.mk <==
export PLATFORM = sky130hd
export DESIGN_NAME = alu
export DESIGN_NICKNAME = alu
export VERILOG_FILES = /design/flow/design.v
export SDC_FILE = /design/flow/constraint.sdc
export NUM_CORES = 4
export LEC_CHECK = 1
export CORE_AREA = 10 10 88 88
export DIE_AREA = 0 0 98 98
==> constraint.sdc <==
current_design alu

set clk_period 3.4
set clk_io_pct 0.2

create_clock -name clk0 -period $clk_period

set non_clock_inputs [all_inputs -no_clocks]
set_input_delay [expr $clk_period * $clk_io_pct] -clock clk0 $non_clock_inputs
set_output_delay [expr $clk_period * $clk_io_pct] -clock clk0 [all_outputs]
==> flow_summary.toml <==
# generated from flow reports
[routing]
drt-total-wl_mm = 4.41
detail_route.vias_per_cell = 4.67
drt_iter0_drc = 65
n_antenna_cell = 0
routedWlPerCell_um = 13.4
drt-pass1-iter-count = 4
routed-via-count = 1542
final_antenna_violating_net_count = 0
drt_drc_violations_left = 0

[hold_path]
end_point_of_the_most_critical_hold_path = "z"
hold_path_startpoint = "a[1]"
min_path_type = "in2out"
worstHoldPathCells = 7

[synthesis]
synth_simple_gate_area_share_pct = 26.8
synth.cellmix.xorXnorShare_pct = 6.30
fa_ha_area_share_pct = 25.0
post_synth_instance_area_um2 = 1110
synthMuxAreaShare_pct = 2.70
netlist_logic_family_top = "AND-OR/OR-AND gates"
synth.yosys.seq_area_share_pct = 0
ys_types = 45
cells_in_synth_stat_txt = 162
yosys_warnings = 2
syn_inst = 162
post_synth.cell_area_avg_um2 = 6.87
ys_sh_aoi_pct = 30.9
yosys_area_um2 = 1110

[critical_path]
critical_path.max_fanout = 3
worstPathArrival_ns = 2.80
critPathCaptureType = "output port"
critical_path.n_buffers_inverters = 3
timing.critical_path.max_delay_family = "simple AND/OR/NAND/NOR gates"
worst_ep_required_time_ns = 2.72
timing_worst_setup_path_type = "in2out"
critical_path.slowest_cell = "sky130_fd_sc_hd__or3b_4"
crit_path_cell_trace = "buf_8, inv_4, ha_4, fa_2, nand3b_1, a21oi_1, a21oi_2, xnor2_2, a221oi_2, or3b_4, nor4_4, buf_2"
crit_path_start_kind = "input port"
setup.worst_path.start = "a[0]"
worst_path_largest_cell_delay_ns = 0.42
critical_path_depth = 12

[finish]
top_cells_excl_fill_tap = "66 x sky130_fd_sc_hd__buf_4, 14 x sky130_fd_sc_hd__a21oi_1, 10 x sky130_fd_sc_hd__nor2_1, 10 x sky130_fd_sc_hd__nand2_1"
ff_latch_area_um2 = 0
number_of_fill_cells = 564
mi_logic_area_um2 = 1330
syn2layout_area_growth_pct = 104
nClkBuffers = 0
lay_top_count = "sky130_fd_sc_hd__buf_4"
final_layout_size_suffix_gt1_share_pct = 51.8
seq_cell_count = 0

[floorplan]
row_count = 28
floorplan.initialDensity_pct = 18.8
i_o_pins = 30
die.size.y_um = 98
core-area_um2 = 5920
die_w_um = 98
die_area_um2 = 9600

[status]
violations = "negative setup slack"
outcome = "complete, but fails checks"

[power_and_ir_drop]
power.total_w = 0.000352
power_leakage_nw = 0.993
ir_worst_vdd_uv = 59.8
power_density_nw_per_um2 = 155

[run]
tool_warnings = 45
cap_viol_max_count = 0

[placement]
place_hpwl_mm = 3.36
gp_congestion = 0.909
io_buffer_count = 29

[final_timing]
timing.final.crit_period_ns = 3.48
setup_viol = 1
tightest_slew_ns = 0.336
grt_setup_unrepaired = "yes"
fin_hold_ws_ns = 1.97
final_max_slew_violation_tally = 0
timing.fmax_ghz = 0.287
post-route-period-util_pct = 102
worst_setup_margin_ns = -0.0824
max_slew_margin_pct = 77.6
finalHoldViolations = 0

[grt]
grt_max_degree = 9
antenna_violations_before_repair = 0
number_of_global_route_vias_before_repair = 1571
grt_first_pass_wirelength_mm = 7.36
grt_use_total_pct = 8.61
grt-ovfl-total = 0
## final cells by class
type / instances / area share (%)
Multi-Input combinational cell: 139 / 58.5
Inverter: 19 / 3.25
Tap cell: 75 / 4.13
Timing Repair Buffer: 97 / 34.1
## logic make-up (layout without fill, tap and decap cells)
logic type	after synthesis	after routing
muxes	3	3
and+or+nand+nor	54	54
AOI/OAI and AO/OA	53	53
xor gates and xnor gates	8	8
buffers and inverters	23	116
adders and majority gates	21	21
## worst min-delay path, delay by kind of cell
| family | cells | cell delay [ns] |
|---|---|---|
| compound gates | 2 | 0.13 |
| buf+inv | 3 | 0.31 |
| simple gates | 2 | 0.18 |
## worst max-delay path by stage
stage,end,slack [ns]
4_1_cts,z,-0.08
5_1_grt,z,-0.17
6_report,z,-0.08
## layer usage
| layer | vias to the layer above | share of wire (%) | track usage (%) |
|---|---|---|---|
| met5 | - | 0 | 0 |
| met3 | 2 | 4.6 | 0.996 |
| met4 | 0 | 0.23 | 0.224 |
| li1 | 784 | - | - |
| met1 | 719 | 49 | 12.2 |
| met2 | 37 | 46 | 14.4 |
## synth_stat cells, types with 3 or more instances
master / number / area (um^2)
sky130_fd_sc_hd__nand3b_1: 3 / 22.5
sky130_fd_sc_hd__o21ai_1: 5 / 25.0
sky130_fd_sc_hd__nor2b_1: 6 / 37.5
sky130_fd_sc_hd__nand2_1: 10 / 37.5
sky130_fd_sc_hd__nand4_1: 3 / 18.8
sky130_fd_sc_hd__nor2_1: 10 / 37.5
sky130_fd_sc_hd__ha_1: 19 / 238
sky130_fd_sc_hd__o21ai_0: 7 / 35.0
sky130_fd_sc_hd__nand3_1: 6 / 30.0
sky130_fd_sc_hd__inv_1: 18 / 67.6
sky130_fd_sc_hd__a21oi_1: 19 / 95.1
sky130_fd_sc_hd__xnor2_1: 7 / 61.3
sky130_fd_sc_hd__nor3_1: 3 / 15.0
sky130_fd_sc_hd__mux2i_1: 3 / 30.0
## where the power goes
| group | internal, W | leakage (nW) | total (W) | switching [W] |
|---|---|---|---|---|
| Clock | 0 | 0 | 0 | 0 |
| Sequential | 0 | 0 | 0 | 0 |
| Combinational | 0.000194 | 0.993 | 0.000352 | 0.000158 |
| Total | 0.000194 | 0.993 | 0.000352 | 0.000158 |
## through the flow
step	setup TNS (ns)	area [um^2]	worst slack (ns)	std cells	util, %
5_1_grt	-0.173	2270	-0.173	330	38.4
3_3_place_gp	-5.12	1930	-1.00	323	32.7
2_1_floorplan	0	1110	0.265	162	-
3_5_place_dp	-5.33	1930	-1.02	323	32.7
6_report	-0.0824	2270	-0.0824	330	38.4
4_1_cts	-0.0774	2210	-0.0774	330	37.3
## timing repair
item,CTS,global route
setup buffers,8,1
setup endpoints to repair,9,4
resized,98,22
pin swaps,37,23
hold buffers,0,0
Power and IR drop assume default switching activity.
