[/design/flow/run.sh]
#!/bin/bash
# OpenROAD 26Q1-2900-gdf79404cd8, Yosys 0.63+post, stock flow scripts
make -C /OpenROAD-flow-scripts/flow DESIGN_CONFIG=/design/flow/config.mk WORK_HOME=/design/flow/orfs finish
[/design/flow/config.mk]
export PLATFORM = sky130hd
export DESIGN_NAME = ram
export DESIGN_NICKNAME = ram
export VERILOG_FILES = /design/flow/design.v
export SDC_FILE = /design/flow/constraint.sdc
export NUM_CORES = 4
export LEC_CHECK = 1
export CORE_UTILIZATION = 40
[/design/flow/constraint.sdc]
current_design ram

set clk_period 2.3
set clk_io_pct 0.2

create_clock -name clk0 -period $clk_period [get_ports {clk}]

set non_clock_inputs [all_inputs -no_clocks]
set_input_delay [expr $clk_period * $clk_io_pct] -clock clk0 $non_clock_inputs
set_output_delay [expr $clk_period * $clk_io_pct] -clock clk0 [all_outputs]
[/design/flow/design.v]
module ram(
    input wire ram_read,
    input wire ram_write,
    input wire [3:0] addr,  
    inout wire [7:0] bus,
    input wire clk
);
reg [7:0] memory [0:15];
initial begin 
    integer i;
    for (i = 0; i < 16; i = i + 1) begin
        memory[i] = 8'h00;
    end
    memory[0] = 8'b0001_1001;  
	memory[1] = 8'b0101_0000;  
	memory[2] = 8'b0001_1111;  
	memory[3] = 8'b0011_0000;  
	memory[4] = 8'b0010_0100;  
	memory[5] = 8'b0111_0000;  
end
always @(posedge clk) begin
    if (ram_write) begin
        memory[addr] <= bus;
    end
end
assign bus = ram_read ? memory[addr] : 8'bZ;
endmodule
==> deck_impl_summary.md <==
Physical Implementation Snapshot

Synthesis
  • Area fraction in mux cells: 14.7%
  • Avg Cell Area, Syn: 22.1 sq um
  • #FFs+latches synth: 128
  • Mapped cell area: 0.00491 sq mm
  • Ys cells: 222
  • Compound Share, Synth: 2.45%
  • Register area share after synthesis: 78.3%
  • Area leader share: 78.3%
  • Main logic family after synthesis: multiplexers
  • Area leader, netlist: edfxtp_1
  • Yosys warns: 2
  • Post-Synthesis Cells: 222
  • Yosys Chip Area: 0.00491 sq mm
  • Synth Area in XOR/XNOR: 0%
  • Simple share: 3.31%
  • Distinct lib cells: 17
  • Top cells by area: edfxtp_1, mux4_2, a22oi_1, nor2_1, nand2_1
  • Adder share: 0%

Clocking
  • Setup repair bufs after CTS: 0
  • Root Driver: clkbuf_16
  • H-tree Lvls: 4
  • Total CTS buffers: 17
  • Clock tree buffer depth: 2
  • Cts hold-fix bufs: 0
  • Clk sinks: 128
  • Post_cts resized: 5

Place
  • Port Buffers: 5
  • DP HPWL: 5950 um
  • GPL Wtd Cong: 0.774

Floorplan
  • FP Rows: 40
  • Die extent in x: 113 um
  • Die Span Y: 113 um
  • IO Count: 15
  • Pre-Place Util: 41.0%

Run status
  • Exit stage: clock tree synthesis (4_1_cts)
  • Outcome: aborted with a tool error
  • First error: [error] [KeplerFormal.cpp:679] Workflow failed: Iso has multiple drivers: .bus0, _149_.Y0
[cell usage after synthesis]
master	instances
edfxtp_1	128
or3b_2	1
nor2b_1	2
buf_1	4
mux4_2	32
clkbuf_2	1
nand2_1	9
buf_6	2
a22oi_1	16
nand3_1	1
buf_2	2
clkbuf_1	2
nor2_1	13
nand3b_1	2
and2_1	1
nand2b_1	2
nor3_1	4
[through the flow]
step                cell area [sq um]  std cells  setup slack [ns]  hold WS, ns
floorplan                        4910        222             0.187        0.641
global placement                 5500        409            -0.143        0.637
detailed placement               5500        409            -0.169        0.643
[cell families after synthesis]
kind of cell | count (synthesis)
flops | 128
compound gates | 16
buf+inv | 11
mux | 32
simple gates | 35
